==> flow/design.v <==
module async_fifo(wdata,
			rdata,
			wen,
			ren,
			is_full,
			is_empty,
			wclk,
			rclk,
			rst);
	parameter WIDTH = 16;	
	parameter ADDR_BITS = 3;
	localparam SIZE = 1<<ADDR_BITS;
	input [WIDTH-1:0] wdata;
	output wire [WIDTH-1:0] rdata;
	input wen;
	input ren;
	output wire is_full;
	output wire is_empty;
	input wclk;
	input rclk;
	input rst;
	wire [ADDR_BITS:0] rptr_enc;
	wire [ADDR_BITS:0] wptr_enc;
	wire [ADDR_BITS-1:0] raddr;
	wire [ADDR_BITS-1:0] waddr;
	reg [WIDTH-1:0] mem_block [0:SIZE-1];
	read_ptr_module #(ADDR_BITS) read_ptr_inst(
		.ren(ren),
		.rptr_enc(rptr_enc),		
		.wptr_enc(wptr_enc),
		.is_empty(is_empty),
		.raddr(raddr),
		.rst(rst),
		.clk(rclk));
	write_ptr_module #(ADDR_BITS) write_ptr_inst(
						.wen(wen),
						.rptr_enc(rptr_enc),		
						.wptr_enc(wptr_enc),
						.is_full(is_full),
						.waddr(waddr),
						.rst(rst),
						.clk(wclk));
	always @(posedge wclk)
	begin
		if((~is_full) & wen)
			mem_block[waddr] <= wdata;
	end
	assign rdata = mem_block[raddr];
endmodule
module read_ptr_module(	ren,
						wptr_enc,
						rptr_enc,
						is_empty,
						raddr,
						rst,
						clk);
	parameter ADDR_BITS = 3;
	input ren, rst, clk;
	input [ADDR_BITS:0] wptr_enc;
	output wire [ADDR_BITS-1:0] raddr;
	output reg [ADDR_BITS:0] rptr_enc;
	output wire is_empty;
	reg [ADDR_BITS:0] rptr_counter;
	reg [ADDR_BITS:0] wptr_enc_sync1;
	reg [ADDR_BITS:0] wptr_enc_sync2;
	wire [ADDR_BITS:0] wptr_wire;
	always @(posedge clk or negedge rst)
	begin
		if(~rst)
		begin
			wptr_enc_sync1 <= 0;
			wptr_enc_sync2 <= 0;
			rptr_enc <= 2'b11<<(ADDR_BITS-1);
			rptr_counter <= 1<<ADDR_BITS;
		end
		else
		begin
			wptr_enc_sync1 <= wptr_enc;
			wptr_enc_sync2 <= wptr_enc_sync1;
			if(!is_empty & ren)
				rptr_counter <= rptr_counter + 1;
			rptr_enc <= rptr_counter ^ (rptr_counter>>1);
		end
	end
	assign raddr = rptr_counter;
	assign wptr_wire[ADDR_BITS] = wptr_enc_sync2[ADDR_BITS];
	generate
		genvar i;
		for(i = 0; i<ADDR_BITS; i = i+1)
		begin
			assign wptr_wire[i] = wptr_wire[i+1] ^ wptr_enc_sync2[i];
		end
	endgenerate
  assign is_empty = (wptr_wire ^ (1<<ADDR_BITS)) == rptr_counter;
endmodule
module write_ptr_module(wen,
						wptr_enc,
						rptr_enc,
						is_full,
						waddr,
						rst,
						clk);
	parameter ADDR_BITS = 3;
	input wen, rst, clk;
	input [ADDR_BITS:0] rptr_enc;
	output wire [ADDR_BITS-1:0] waddr;
	output reg [ADDR_BITS:0] wptr_enc;
	output wire is_full;
	reg [ADDR_BITS:0] wptr_counter;
	reg [ADDR_BITS:0] rptr_enc_sync1;
	reg [ADDR_BITS:0] rptr_enc_sync2;
	wire [ADDR_BITS:0] rptr_wire;
	always @(posedge clk or negedge rst)
	begin
		if(~rst)
		begin
			rptr_enc_sync1 <= 2'b11<<(ADDR_BITS-1);
			rptr_enc_sync2 <= 2'b11<<(ADDR_BITS-1);
			wptr_enc <= 0;
			wptr_counter <= 0;
		end
		else
		begin
			rptr_enc_sync1 <= rptr_enc;
			rptr_enc_sync2 <= rptr_enc_sync1;
			if(!is_full & wen)
				wptr_counter <= wptr_counter + 1;
			wptr_enc <= wptr_counter ^ (wptr_counter>>1);
		end
	end
	assign waddr = wptr_counter;
	assign rptr_wire[ADDR_BITS] = rptr_enc_sync2[ADDR_BITS];
	generate
		genvar i;
		for(i = 0; i<ADDR_BITS; i = i+1)
		begin
			assign rptr_wire[i] = rptr_wire[i+1] ^ rptr_enc_sync2[i];
		end
	endgenerate
	assign is_full = rptr_wire == wptr_counter;
endmodule
==> flow/run.sh <==
#!/bin/bash
# OpenROAD 26Q1-2900-gdf79404cd8, Yosys 0.63+post, stock flow scripts
make -C /OpenROAD-flow-scripts/flow DESIGN_CONFIG=/design/flow/config.mk WORK_HOME=/design/flow/orfs finish
==> flow/config.mk <==
export PLATFORM = sky130hd
export DESIGN_NAME = async_fifo
export DESIGN_NICKNAME = async_fifo
export VERILOG_FILES = /design/flow/design.v
export SDC_FILE = /design/flow/constraint.sdc
export NUM_CORES = 4
export LEC_CHECK = 1
export CORE_UTILIZATION = 50
==> flow/constraint.sdc <==
current_design async_fifo

set clk_period 3.9
set clk_io_pct 0.2

create_clock -name clk0 -period $clk_period [get_ports {rclk}]
create_clock -name clk1 -period $clk_period [get_ports {wclk}]

set non_clock_inputs [all_inputs -no_clocks]
set_input_delay [expr $clk_period * $clk_io_pct] -clock clk0 $non_clock_inputs
set_output_delay [expr $clk_period * $clk_io_pct] -clock clk0 [all_outputs]
==> flow_metrics.env <==
# physical design summary
export IMPL_cts_hold_buf=0
export IMPL_topCellsByArea="edfxtp_1, mux4_2, dfrtp_1"
export IMPL_synth_avg_cell_area_um2=21.2
export IMPL_power_frac_seq=0.404
export IMPL_internal_power_mw=4.32
export IMPL_drive_gt1_frac=0.312
export IMPL_fin_area_um2=7510
export IMPL_max_cap_viol_count=0
export IMPL_crit_type="reg2out"
export IMPL_finalHoldViolations=0
export IMPL_diodes=0
export IMPL_lay_top_count="edfxtp_1"
export IMPL_tightest_slew_ns=0.524
export IMPL_arrival_ns=2.25
export IMPL_drc_errors=0
export IMPL_totalWireLength_um=10700
export IMPL_grt_max_degree=33
export IMPL_hpwl_um=6110
export IMPL_area_growth_synth_to_final_pct=20.3
export IMPL_ant_nets=0
export IMPL_warnings=29
export IMPL_dieHeight_um=114
export IMPL_ys_types=36
export IMPL_synthCells=295
export IMPL_cts_repair_resized=0
export IMPL_nFillCells=863
export IMPL_antenna_found_initial=0
export IMPL_drt_iter0_markers=205
export IMPL_p_clk_frac=0.269
export IMPL_numClockSinks=160
export IMPL_pwr_share_comb=0.326
export IMPL_use_met3=0.0969
export IMPL_dieArea_um2=12900
export IMPL_boundaryPins=39
export IMPL_hold_path_class="reg2reg"
export IMPL_power_mw=6.04
export IMPL_rows=40
export IMPL_vias=2889
export IMPL_postCtsSetupBuffers=0
export IMPL_cp_start_kind="flip-flop"
export IMPL_tritoncts="done"
export IMPL_grt_pass1_vias=3117
export IMPL_sw_frac_of_total=0.285
export IMPL_gp_congestion=0.892
export IMPL_syn_cell_area_um2=6240
export IMPL_p_switching_mw=1.72
export IMPL_ir_worst_vdd_uv=565
export IMPL_port_buffers=37
export IMPL_max_stage_delay_ns=0.56
export IMPL_grt_util_all_layers=0.198
export IMPL_grt_pass1_wl_um=16700
export IMPL_cp_end_kind="output pin"
export IMPL_path_clk_slew_ns=0.06
export IMPL_placed_cell_area_um2=6900
export IMPL_wl_per_cell_um=19.8
export IMPL_cp_data_required_time_ns=3.12
export IMPL_yosysTopAreaCell="edfxtp_1"
export IMPL_cp_slowest_cell="mux4_2"
export IMPL_p_leak_nw=2.62
export IMPL_yosys_warnings=3
export IMPL_vias_per_cell=5.35
export IMPL_numSynthFlops=160
export IMPL_final_layout_top_logic_cells="edfxtp_1, clkdlybuf4s50_1, mux4_2"
export IMPL_met1_usage=0.319
export IMPL_max_slew_margin_rel=0.651
export IMPL_path_cells="buf_4, mux4_2, mux2_2, clkdlybuf4s50_1"
export IMPL_fp_utilization=0.516
export IMPL_setup_viol=0
export IMPL_rsz0062_at_grt="false"
export IMPL_synth_seq_share=0.745
export IMPL_gr_total_overflow=0
export IMPL_busiest_layer="met1"
export IMPL_met2_usage=0.285
export IMPL_maxSlewViolCount=0
export IMPL_skew_ns=0.00788
export IMPL_core_area_um2=12100
export IMPL_tns_ns=0
export IMPL_power_density_nw_per_um2=804
export IMPL_ys_cells=295
export IMPL_run_status="finished, final reports clean"
export IMPL_yosys_stat_area_um2=6240
export IMPL_crit_path_max_fanout=21
export IMPL_fp_dieW_um=114
export IMPL_synth_top_area_share=0.616
export IMPL_dr_pass1_iters=4
[sequential cells by signal (all words and copies together) (netlist names)]
signal,count
write_ptr_inst.wptr_counter,4
read_ptr_inst.rptr_counter,4
read_ptr_inst.rptr_enc,4
write_ptr_inst.rptr_enc_sync2,4
write_ptr_inst.wptr_enc,4
mem_block,128
write_ptr_inst.rptr_enc_sync1,4
read_ptr_inst.wptr_enc_sync1,4
read_ptr_inst.wptr_enc_sync2,4
[stage by stage]
stage / setup slack [ns] / std cells / util / hold slack [ns]
4_1_cts: 0.843 / 540 / 0.620 / 0.167
5_1_grt: 0.762 / 540 / 0.620 / 0.176
3_5_place_dp: 1.12 / 504 / 0.570 / 0.336
6_report: 0.867 / 540 / 0.620 / 0.180
2_1_floorplan: 1.52 / 295 / - / 0.331
3_3_place_gp: 1.12 / 504 / 0.570 / 0.333
[layer usage]
| layer | wire length, um | up-vias | part of all wire |
|---|---|---|---|
| met5 | 0 | - | 0 |
| li1 | - | 1313 | - |
| met2 | 5080 | 128 | 0.48 |
| met4 | 178 | 0 | 0.017 |
| met3 | 1050 | 14 | 0.098 |
| met1 | 4390 | 1434 | 0.41 |
[critical path, delay by kind of cell, from the launching register on]
family | cells | cell delay (ns)
buf+inv | 2 | 0.78
flops | 1 | 0.35
mux | 2 | 0.86
[cells by family (layout without fill, tap and decap cells)]
| group | Yosys count | in the layout | share of synthesized area |
|---|---|---|---|
| adder cells (fa/ha/maj) | 7 | 7 | 0.0140 |
| flip-flops | 160 | 160 | 0.745 |
| XOR/XNOR | 19 | 19 | 0.0345 |
| AND/OR/NAND/NOR | 24 | 24 | 0.0210 |
| multiplexers | 50 | 50 | 0.148 |
| buffers and inverters | 17 | 94 | 0.0114 |
| AND-OR/OR-AND | 18 | 18 | 0.0258 |
[power by group through the flow]
stage | clock network [mW] | registers (mW) | logic, mW
6_report | 1.63 | 2.44 | 1.97
5_1_grt | 1.73 | 2.48 | 2.15
4_1_cts | 1.66 | 2.45 | 2.01
[synth_stat cells (all sizes together)]
| library cell | n |
|---|---|
| a211oi | 1 |
| a21boi | 1 |
| a21o | 2 |
| a311oi | 2 |
| a31oi | 6 |
| and2 | 4 |
| and3 | 4 |
| buf | 7 |
| clkbuf | 4 |
| dfrtp | 25 |
| dfstp | 7 |
| edfxtp | 128 |
| ha | 7 |
| inv | 6 |
| mux2 | 16 |
| mux2i | 2 |
| mux4 | 32 |
| nand2 | 4 |
| nand2b | 5 |
| nand3 | 3 |
| nor2 | 2 |
| o211a | 1 |
| o221a | 2 |
| o221ai | 2 |
| o31ai | 1 |
| or2 | 2 |
| xnor2 | 9 |
| xor2 | 9 |
| xor3 | 1 |
[path summary, 6_finish.rpt]
kind	start	end	slack, ns	cells after the start
max in group asynchronous	rst	read_ptr_inst.rptr_enc[3]	2.65	2
min in group asynchronous	rst	write_ptr_inst.rptr_enc_sync1[1]	0.77	2
worst max register to register	write_ptr_inst.wptr_counter[1]	mem_block[6][10]	1.51	5
worst min-delay path	read_ptr_inst.rptr_enc[1]	write_ptr_inst.rptr_enc_sync1[1]	0.18	0
worst min register to register	read_ptr_inst.rptr_enc[1]	write_ptr_inst.rptr_enc_sync1[1]	0.18	0
max in group clk1	write_ptr_inst.wptr_counter[1]	mem_block[6][10]	1.51	5
worst max-delay path	read_ptr_inst.rptr_counter[0]	rdata[8]	0.87	4
min in group clk0	read_ptr_inst.wptr_enc_sync1[3]	read_ptr_inst.wptr_enc_sync2[3]	0.34	0
[layout make-up]
cell class                      instances  area, um^2  share of cell area
Sequential cell                       160        4650               0.620
Multi-Input combinational cell        118        1520               0.202
Clock buffer                           21         514              0.0685
Timing Repair Buffer                   52         495              0.0660
Tap cell                              168         210              0.0280
Clock inverter                         15        95.1              0.0127
Inverter                                6        22.5             0.00300
